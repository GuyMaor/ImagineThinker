[/design/flow/config.mk]
export PLATFORM = sky130hd
export DESIGN_NAME = Dec_To_Ex_Reg
export DESIGN_NICKNAME = Dec_To_Ex_Reg
export VERILOG_FILES = /design/flow/design.v
export SDC_FILE = /design/flow/constraint.sdc
export NUM_CORES = 4
export LEC_CHECK = 1
export CORE_UTILIZATION = 40
[/design/flow/constraint.sdc]
current_design Dec_To_Ex_Reg

set clk_period 1.0
set clk_io_pct 0.2

create_clock -name clk0 -period $clk_period [get_ports {clk}]

set non_clock_inputs [all_inputs -no_clocks]
set_input_delay [expr $clk_period * $clk_io_pct] -clock clk0 $non_clock_inputs
set_output_delay [expr $clk_period * $clk_io_pct] -clock clk0 [all_outputs]
[/design/flow/design.v]
`timescale 1ns / 1ps
module Dec_To_Ex_Reg(Ji,Jo,Bi,Bo,Memi,Memo,Storei,Storeo,Divi,Divo,Imi,Imo,MWEi,MWEo,
							Muxi,Muxo,RWEi,RWEo,DATA_Ai,DATA_Ao,DATA_Bi,DATA_Bo,A_Regi,A_Rego,
							B_Regi,B_Rego,C_Regi,C_Rego,stall,clk,Opi,Opo);
    input Ji;
    output Jo;
	 reg Jo;
    input Bi;
    output Bo;
	 reg Bo;
    input Memi;
    output Memo;
	 reg Memo;
    input Storei;
    output Storeo;
	 reg Storeo;
    input Divi;
    output Divo;
	 reg Divo;
    input Imi;
    output Imo;
	 reg Imo;
	 input [3:0] Opi;
    output [3:0] Opo;
	 reg [3:0] Opo;
    input MWEi;
    output MWEo;
	 reg MWEo;
    input Muxi;
    output Muxo;
	 reg Muxo;
    input RWEi;
    output RWEo;
	 reg RWEo;
    input [15:0] DATA_Ai;
    output [15:0] DATA_Ao;
	 reg [15:0] DATA_Ao;
    input [15:0] DATA_Bi;
    output [15:0] DATA_Bo;
	 reg [15:0] DATA_Bo;
    input [7:0] A_Regi;
    output [7:0] A_Rego;
	 reg [7:0] A_Rego;
    input [7:0] B_Regi;
    output [7:0] B_Rego;
	 reg [7:0] B_Rego;
    input [7:0] C_Regi;
    output [7:0] C_Rego;
	 reg [7:0] C_Rego;
    input stall;
    input clk;
	 initial
	 begin
		   Jo=0;
			Bo=0;
			Memo=0;
			Storeo=0;
			Divo=0;
			Imo=0;
			Opo=0;
			MWEo=0;
			Muxo=0;
			RWEo=0;
			DATA_Ao=16'd0;
			DATA_Bo=16'd0;
    		A_Rego=8'd0;
			B_Rego=8'd0;
			C_Rego=8'd0;
	 end
	 always @ (posedge clk)
	 begin
	 if(~stall)
		begin
			Jo=Ji;
			Bo=Bi;
			Memo=Memi;
			Storeo=Storei;
			Divo=Divi;
			Imo=Imi;
			Opo=Opi;
			MWEo=MWEi;
			Muxo=Muxi;
			RWEo=RWEi;
			DATA_Ao=DATA_Ai;
			DATA_Bo=DATA_Bi;
    		A_Rego=A_Regi;
			B_Rego=B_Regi;
			C_Rego=C_Regi;
		end
	 end
endmodule
[/design/flow/run.sh]
#!/bin/bash
# OpenROAD 26Q1-2900-gdf79404cd8, Yosys 0.63+post, stock flow scripts
make -C /OpenROAD-flow-scripts/flow DESIGN_CONFIG=/design/flow/config.mk WORK_HOME=/design/flow/orfs finish
==> results.txt <==
Results of the implementation run.

The flow ran to the end, but the final reports show violations. The final reports fail on setup timing. The signal on the critical path passes through buf_2. Yosys mapped a number of flops with a built-in enable equal to about 69.

The reported net switching power came out at around 1000 µW. The total clock sinks is around 69. The synthesis run shows the most used standard cells to be 69 x edfxtp_1, 1 x inv_1. In the final report, the number of pins over their slew limit comes to 0.

The final number of setup-violating endpoints came out at 25. The required arrival time at the worst endpoint is 0.80 ns. The worst setup slack after layout is -0.0530 ns. The number of placement rows came out at 25. The DRC violations left came out at 0. The power per standard cell area came out at around 1700 nW/µm². TritonCTS built the clock tree. The endpoint of the worst hold-timing path is A_Rego[2]$_DFFE_PN_. The nature of the critical path startpoint is a flip-flop. The root cell of the clock tree is clkbuf_8. The global-route wire length before repair is 6270 µm. The share of flip-flops with an asynchronous set or reset after synthesis is 0%. The count of mapped cells out of synthesis came out at 70.

The cell total in the yosys stat output came out at 70. The switching share of power came out at 18.1%. The remaining global-route overflow came out at 0. The core outline area is ~4800 µm². The largest fanout of any net on the critical path is 1. The die outline height came out at ~74 µm. Looking at the power breakdown, sequential logic takes 60.8% of the total. The summed instance area of the synthesized netlist is 2080 µm². The total iterations of the first detailed-routing run is 4. The initial utilization of the core area, before any placement, comes to between 40% and 50%. The number of non-filler instances in the completed layout is roughly 300. During placement, the flow inserted port buffers numbering approximately 140. The final power report lists total power as roughly 5700 µW. The x dimension of the die came out at 74.0 µm. In the final timing run, aggregate negative setup slack is -0.275 ns.

The timing report shows that the slowest cell on the worst path is edfxtp_1. The number of cells on the worst hold path is listed as 1. The power share of the clock group is about 30%. The total buffers and inverters traversed by the critical path is 1. The total wire length is approximately 4500 µm.

Setup repair after global routing could not meet its margin everywhere. The count of antenna diodes in the layout is 0. The gate family responsible for the most delay along the worst path is flip-flops.

Subtracting the final worst setup slack from the clock period gives approximately 1.1 ns. The leakage dissipation is 0.00136 µW. Entering global routing, the biggest net connects 41 pins. The total tool warning count is 29.

The report puts the hold buffer count at CTS at 0. The maximum clock frequency came out at ~0.95 GHz. The number of distinct library cells after synthesis came out at 2. Per the synthesis report, the dominant area consumer among library cells is edfxtp_1. The slew at the pin closest to its max-slew limit came out at approximately 0.24 ns. The number of maximum-capacitance constraint violations is 0. The number of filler cells placed in the layout is about 330. For this run, the detailed router reports a per-instance via density of about 4.3.

The leading cell type by number of instances after synthesis is edfxtp_1. The maximum number of buffers from clock root to sink came out at 2. RePlAce ended its routability-driven mode at a weighted congestion of around 0.77.

The placed instance count is ~280. The predominant post-synthesis flop cell is edfxtp_1. The H-tree was split into 3 levels.

The global routing usage summed across all routing layers came out at approximately 17%. The start point of the worst min-delay path is A_Regi[2]. Counting flops and latches in the post-synthesis netlist gives 69.

The share of layout cells above drive strength 1 came out at 37.1%. Pin placement for this block handled 140 I/O pins. The mean routed wirelength per cell came out at approximately 15 µm. The violation count after the first detailed-route iteration is 27. Data on the critical path arrives at its endpoint at between 0.8 and 0.9 ns. The worst hold path belongs to the class input port to flip-flop. The overall die size recorded for this design is ~5500 µm². The worst hold margin came out at roughly 0.43 ns. The total of warnings raised by yosys came out at 1.

The number of global-route vias before repair came out at approximately 1300. The final hold violation count came out at 0. The category of the most critical setup path is flip-flop to primary output. The number of buffers created by CTS is 9. The proportion of synthesized chip area in sequential cells is about 100%. The area growth from synthesis to layout is 67.4%. The headroom to the max-slew limit is between 80% and 90%. The vias after detailed routing is 1285. The peak supply drop is roughly 1.1 mV.

The number of antenna violations at the first check in global routing is 0. The internal power summed over all cells is 4700 µW. 0 cells are multi-input combinational gates. Ranked by total cell area, the synthesized netlist is headed by edfxtp_1 100%, inv_1 0.18%. The share of the synthesized area in the top cell type came out at between 90 and 100%. The post-route antenna net violation count came out at 0. The combined area of the multi-input logic cells is 0 µm². The flow reports that combinational logic draws a little under a tenth of the design power. Each instance of the synthesized netlist takes up on average 29.7 µm². The post-DP HPWL is 3180 µm. The delay of the slowest critical-path stage came out at ~0.40 ns. The post-route clock period utilization is 105%. The area of the synthesized netlist per yosys stat is ~2100 µm². The post-CTS clock slew at the launch and capture registers of the worst setup and hold paths is ~0.060 ns. STA classifies the critical path endpoint as a primary output.
-- sequential cells by signal, summed over array words and instances, names as in the netlist, 4 cells and up --
name and flops:
A_Rego 8, DATA_Bo 16, DATA_Ao 16, C_Rego 8, Opo 4, B_Rego 8
-- power by group through the flow --
stage	Sequential (µW)	Combinational (µW)	Clock (µW)
after global routing	3510	593	1890
final	3490	543	1710
after CTS	3490	520	1760
-- layer usage --
layer	share of wire, %	track usage, %	routed length, µm	vias to the layer above
li1	-	-	-	595
met3	12	8.65	564	9
met5	0	0	0	-
met1	36	26.0	1650	610
met2	49	26.3	2240	71
met4	1.7	3.85	79	0
-- cells by family (layout without fill, tap and decap cells) --
logic type,after synthesis,after routing,share of synthesized area [%]
flip-flops,69,69,99.8
buffers and inverters,1,160,0.181
-- worst max path at each step --
| stage | from | endpoint | depth (start not counted) |
|---|---|---|---|
| after CTS | DATA_Ao[13]$_DFFE_PN_ | DATA_Ao[13] | 1 |
| after global routing | DATA_Ao[2]$_DFFE_PN_ | DATA_Ao[2] | 1 |
| final | DATA_Ao[13]$_DFFE_PN_ | DATA_Ao[13] | 1 |
-- through the flow --
step                      instance area (µm²)  setup WS, ns  utilization, %
after global placement                   3590        -0.326            74.1
after global routing                     3470       -0.0977            71.7
after detailed placement                 3590        -0.340            74.1
final                                    3470       -0.0530            71.7
after CTS                                3400       -0.0673            70.1
after floorplan                          2080        -0.548               -
-- cell usage in the layout (no fill, tap or decap) --
cell type,n
clkinv_1,3
dlymetal6s2s_1,1
clkinv_2,1
clkbuf_1,2
clkinvlp_4,1
buf_2,69
clkdlybuf4s50_1,69
edfxtp_1,69
clkbuf_8,9
buf_12,2
clkbuf_16,3
-- what timing repair did --
action	CTS	global route
setup endpoints to repair	69	109
pin swaps	0	0
endpoints found under the hold margin	0	0
resized	210	1
setup buffers	0	0
cloned	0	3
-- cell type report --
cell class / count / area, µm² / area share, %
well taps: 67 / 83.8 / 2.41
flip-flops and latches: 69 / 2070 / 59.6
clock inverters: 4 / 16.3 / 0.468
clock buffers: 11 / 131 / 3.78
inverters: 1 / 7.51 / 0.216
repair buffers: 144 / 1160 / 33.5
Power and IR drop assume default switching activity.
