**run.sh**
```bash
#!/bin/bash
# OpenROAD 26Q1-2900-gdf79404cd8, Yosys 0.63+post, stock flow scripts
make -C /OpenROAD-flow-scripts/flow DESIGN_CONFIG=/design/flow/config.mk WORK_HOME=/design/flow/orfs finish
```
**constraint.sdc**
```tcl
current_design Reg_Block

set clk_period 6.7
set clk_io_pct 0.2

create_clock -name clk0 -period $clk_period [get_ports {clk}]

set non_clock_inputs [all_inputs -no_clocks]
set_input_delay [expr $clk_period * $clk_io_pct] -clock clk0 $non_clock_inputs
set_output_delay [expr $clk_period * $clk_io_pct] -clock clk0 [all_outputs]
```
**design.v**
```verilog
`timescale 1ns / 1ps
module Reg_Block(Addr_Out_A,Addr_Out_B,Addr_In,Data_In,WE,Data_Out_A,Data_Out_B,clk);
	 parameter ADDR_WIDTH = 5;
	 parameter DATA_WIDTH = 16;
	 parameter RAM_DEPTH = 1 << ADDR_WIDTH;
    input [7:0] Addr_Out_A; 
    input [7:0] Addr_Out_B;
    input [7:0] Addr_In;
    input [15:0] Data_In;
    input WE;
    output [15:0] Data_Out_A;
	 wire [15:0] Data_Out_A;
    output [15:0] Data_Out_B;
	 wire [15:0] Data_Out_B;
	 input clk;
	 reg [DATA_WIDTH-1:0] regBlock [RAM_DEPTH-1:0];
	always @ (negedge clk) 
	begin
		if(WE)
		begin
			regBlock[Addr_In] <= Data_In;
		end
	end
		assign Data_Out_A = regBlock[Addr_Out_A];
		assign Data_Out_B = regBlock[Addr_Out_B];
endmodule
```
**config.mk**
```make
export PLATFORM = sky130hd
export DESIGN_NAME = Reg_Block
export DESIGN_NICKNAME = Reg_Block
export VERILOG_FILES = /design/flow/design.v
export SDC_FILE = /design/flow/constraint.sdc
export NUM_CORES = 4
export LEC_CHECK = 1
export CORE_UTILIZATION = 40
```
==> impl_report.txt <==
PHYSICAL IMPLEMENTATION REPORT
----------------------------------------------------
[Floorplan]
  Die outline width ........................ around 250 um
  Placement Rows ........................ approximately 90
  Die footprint ........................ 63100 um2
  Core Region ........................ between 60000 and 70000 um2
  Count of boundary I/O pins ........................ 74
  Fp_density ........................ 0.408
  Overall die height ........................ 251 um

[Status]
  Violated checks ........................ negative setup slack
  Result of the run ........................ finished, violations left

[Logic synthesis]
  Number of flops mapped to enable cells by yosys ........................ 512
  Yosys stat chip area ........................ about 25000 um2
  Yosys Warn Count ........................ 1
  Synthesized netlist cell count ........................ 1697
  Yosys cell count ........................ 1697
  Number of flip-flops and latches in the synthesized netlist ........................ 512
  Area share of the largest cell type after synthesis ........................ 0.619
  Leading post-synthesis cells by instance count ........................ edfxtp_1, mux2i_1, a22oi_1, nand3_1, nand2_1
  Post-Synthesis Mean Instance Area ........................ 14.6 um2
  Sequential fraction of the synthesis area ........................ 0.619
  Distinct cell type count of the synthesized netlist ........................ 26
  Synth Cell Area ........................ 24800 um2
  Main flop type ........................ edfxtp_1
  Post-synth ARST share ........................ 0
  Synth area leader ........................ edfxtp_1
  Main area contributors after synthesis ........................ edfxtp_1, mux2i_1, a22oi_1, a22o_1, nand3_1

[Layout]
  Max reg flops ........................ between 500 and 600
  Final standard cell utilization of the core ........................ 0.516
  Share of post-route cells with drive strength above 1 ........................ 0.154
  Post-layout instance area ........................ around 31000 um2
  Layout overhead on the synthesized area ........................ 26.5%
  Most flop-heavy register ........................ regBlock
  Registers with the most flip-flops ........................ regBlock: 512 flops
  Finished Layout Cells ........................ 3135

[GRT]
  GRT Resource Usage Total ........................ 0.248
  First-pass GRT wire length ........................ 107 mm
  Initial antenna violation count ........................ 0
  Largest net degree at the start of global routing ........................ 74
  Number of global-route vias before repair ........................ 19200
  Final global-route overflow total ........................ 0

[Worst setup path]
  Highest net fanout along the worst path ........................ 2
  CP arrival ........................ 5.41 ns
  CP Data Required Time ........................ around 5.4 ns
  Endpoint type of the worst setup path ........................ output port
  WS Path Type ........................ register to output port
  Max incr delay on CP ........................ roughly 0.37 ns
  Critical Path Slowest Stage Cell ........................ edfxtp_1
  Kind of launch point of the worst setup path ........................ register
  Ordered cell list for the critical path ........................ buf_4 -> mux2i_1 -> a22o_1 -> nor3_2 -> a31oi_1 -> buf_4 -> nand3_4 -> buf_6
  Most numerous cell on the critical path ........................ buf_4

[Power and ir drop]
  VDD IR max ........................ about 0.20 mV
  Power Density ........................ approximately 280 nW/um2
  Leakage power figure ........................ 13.5 nW

[Detailed routing]
  Total iterations of the first detailed-routing run ........................ 5
  Routed wire length per instance ........................ 22.9 um
  Residual DRC count ........................ 0
  Remaining number of nets flagged by the antenna check after routing ........................ 0
  # diodes ........................ 0
  Post-detailed-routing wire length ........................ 71.8 mm
  Via count of the routed design ........................ ~17000
  Vias per cell ........................ 5.54
  Initial drt markers ........................ 1009

[STA]
  Final Slew Violations ........................ 0
  Setup repair after global routing missed its margin ........................ yes
  Slew Limit Headroom ........................ 0.407
  Count of endpoints failing hold in the final timing report ........................ 0
  Count of endpoints failing setup in the final report ........................ 5
  Slew at the pin closest to its max-slew limit ........................ roughly 0.89 ns
  Crit path setup slack, layout ........................ -0.0520 ns

[Clock tree]
  Clock slew at the register clock pins of the worst setup and hold paths ........................ 0.03 ns
  Level count of the clock H-tree ........................ 2
  Maximum count of clock buffers along a single path ........................ 3
  Sinks on the clock net ........................ just over 500
  Hold buffer count at cts ........................ 0
  Cell chosen for the clock root ........................ clkbuf_16
  TritonCTS clock tree ........................ built
  CTS Buf Count ........................ just under 60

[Job]
  Max_cap viols ........................ 0
  Stage-log warning count ........................ 548

[Place]
  Placed standard-cell area ........................ 26900 um2
  Final GP Congestion ........................ 0.893
  Post-Place Setup Slack ........................ 0.0682 ns
  Placed Cells ........................ 2522
  Half-perimeter wire length after detailed placement ........................ 41.1 mm
  Port Buf Inserts ........................ 64

[Min path]
  Hold Path Class ........................ input port to output port
  Hold Crit Depth ........................ 6

----------------------------------------------------
metrics by stage:
step	hold WS (ns)	TNS (ns)	power, W
2_1_floorplan	2.93	0	0.00449
3_3_place_gp	4.10	0	0.00478
3_5_place_dp	4.10	0	0.00479
4_1_cts	3.65	-0.394	0.00883
5_1_grt	3.70	-1.76	0.00927
6_report	3.66	-0.170	0.00872
path summary, 6_finish.rpt:
kind | startpoint | endpoint | slack (ns)
setup / recovery | regBlock[3][15]$_DFFE_NP_ | Data_Out_A[15] | -0.05
hold / removal | Addr_Out_A[1] | Data_Out_A[10] | 3.66
critical path: cells and delay by family (launching register included):
| kind | cells | cell delay [ns] |
|---|---|---|
| mux | 1 | 0.14 |
| compound gates | 2 | 0.34 |
| buf+inv | 3 | 0.44 |
| simple gates | 2 | 0.14 |
| flops | 1 | 0.37 |
cells in the final DEF (no fill, tap or decap), types with 36 or more instances in the layout:
master,instances
inv_1,526
mux2i_1,512
edfxtp_1,512
a22oi_1,128
buf_4,68
nand2_1,65
a21oi_1,64
a22o_1,64
clkbuf_16,59
buf_12,42
nand3_1,36
report_power, final:
group	total [W]	internal, W	switching (W)
sequential	0.00361	0.00359	0.0000153
combinational	0.000733	0.000283	0.000450
clock	0.00437	0.00238	0.00200
total	0.00872	0.00625	0.00246
per-layer routing:
| metal | vias up | part of all wire | GRT usage |
|---|---|---|---|
| met5 | - | 0.0016 | 0.0154 |
| met4 | 4 | 0.030 | 0.101 |
| met3 | 135 | 0.14 | 0.178 |
| met2 | 929 | 0.46 | 0.353 |
| met1 | 8303 | 0.37 | 0.290 |
| li1 | 7993 | - | - |
final cells by class:
class,count,area (um2)
Clock buffer,59,1480
Clock inverter,557,2400
Fill cell,4855,29400
Multi-Input combinational cell,1051,9310
Sequential cell,512,15400
Tap cell,782,978
Timing Repair Buffer,174,1870
cells by family (layout without fill, tap and decap cells):
kind of cell | count (synthesis) | in the layout | share of synthesized area
multiplexers | 512 | 512 | 0.206
flip-flops | 512 | 512 | 0.619
AND-OR/OR-AND | 288 | 288 | 0.0823
AND/OR/NAND/NOR | 251 | 251 | 0.0494
buffers and inverters | 134 | 790 | 0.0425
what timing repair did:
item / 4_1_cts / 5_1_grt
cloned: 0 / 0
buffers inserted: 3 / 1
pin swaps: 67 / 42
endpoints found under the setup margin: 32 / 28
gates resized: 228 / 13
Power is estimated from default activity; no workload was simulated.
