`flow/run.sh`:
```
#!/bin/bash
# OpenROAD 26Q1-2900-gdf79404cd8, Yosys 0.63+post, stock flow scripts
make -C /OpenROAD-flow-scripts/flow DESIGN_CONFIG=/design/flow/config.mk WORK_HOME=/design/flow/orfs finish
```
`flow/config.mk`:
```
export PLATFORM = sky130hd
export DESIGN_NAME = EX_Stage
export DESIGN_NICKNAME = EX_Stage
export VERILOG_FILES = /design/flow/design.v
export SDC_FILE = /design/flow/constraint.sdc
export NUM_CORES = 4
export LEC_CHECK = 1
export CORE_UTILIZATION = 30
```
`flow/constraint.sdc`:
```
current_design EX_Stage

set clk_period 17.9
set clk_io_pct 0.2

create_clock -name clk0 -period $clk_period [get_ports {clk}]

set non_clock_inputs [all_inputs -no_clocks]
set_input_delay [expr $clk_period * $clk_io_pct] -clock clk0 $non_clock_inputs
set_output_delay [expr $clk_period * $clk_io_pct] -clock clk0 [all_outputs]
```
`flow/design.v`:
```
`timescale 1ns / 1ps
module ALU(A1,A2,B1,B2,Op,Out1,Out2,CompReg,clk);
	 parameter NUMBER_SIZE = 8;
	 parameter OP_SIZE  = 4;
	 parameter [OP_SIZE-1:0] ADD_OP = 4'b0000;
	 parameter [OP_SIZE-1:0] SUB_OP = 4'b0001;
	 parameter [OP_SIZE-1:0] MUL_OP = 4'b0010;
	 parameter [OP_SIZE-1:0] REAL_OP = 4'b0100;
	 parameter [OP_SIZE-1:0] IMAGINE_OP = 4'b0101;
	 parameter [OP_SIZE-1:0] CONJ_OP = 4'b0110;
	 parameter [OP_SIZE-1:0] LESS_COMP = 4'b1001;
	 parameter [OP_SIZE-1:0] EQUAL_COMP = 4'b1010;
	 parameter [OP_SIZE-1:0] LORE_COMP = 4'b1011;
	 parameter [OP_SIZE-1:0] GREAT_COMP = 4'b1100;
	 parameter [OP_SIZE-1:0] NEQUAL_COMP = 4'b1101;
	 parameter [OP_SIZE-1:0] GORE_COMP = 4'b1110;
	 parameter [OP_SIZE-1:0] MEM_ACCESS = 4'b1111;
	 parameter [OP_SIZE-1:0] MOVE = 4'b0111;
	 parameter [NUMBER_SIZE-1:0] TRUE = 8'b11111111;
	 parameter [NUMBER_SIZE-1:0] FALSE = 8'b00000000;
    input [NUMBER_SIZE-1:0] A1;
	 input [NUMBER_SIZE-1:0] A2;
    input [NUMBER_SIZE-1:0] B1;
    input [NUMBER_SIZE-1:0] B2;	 	 
    input [OP_SIZE-1:0] Op;
	 input clk;
    output [NUMBER_SIZE-1:0] Out1;
	 output [NUMBER_SIZE-1:0] Out2;
    output CompReg;
    reg [NUMBER_SIZE-1:0] Out1;
    reg [NUMBER_SIZE-1:0] Out2;
    reg CompReg;
	 wire [NUMBER_SIZE*2-1:0] MemSum;
	 assign MemSum = $signed({A1,A2})+$signed({B1,B2});
	 initial
		CompReg = 0;
always @ (A1,A2,B1,B2,Op)
begin
	case(Op)
		ADD_OP : 
		begin
			Out1 = A1+B1;
			Out2 = A2+B2;
		end
		SUB_OP :
		begin
			Out1 = A1-B1;
			Out2 = A2-B2;
		end
		MUL_OP :
		begin
			Out1 = $signed(A1*B1) - $signed(A2*B2);
			Out2 = $signed(A1*B2) + $signed(A2*B1);
		end
		REAL_OP:
		begin
			Out1 = A1;
			Out2 = 8'd0;
		end
		IMAGINE_OP:
		begin
			Out1 = A2;
			Out2 = 8'd0;
		end
		CONJ_OP:
		begin
			Out1 = A1;
			Out2 = -A2;
		end
		LESS_COMP:
		begin
			if(A1<B1)
			begin
				Out1 = TRUE;
				Out2 = TRUE;
			end
			else
			begin
				Out1 = FALSE;
				Out2 = FALSE;
			end
		end 
		EQUAL_COMP:
		begin
			if((A1==B1)&&(A2==B2))
			begin
				Out1 = TRUE;
				Out2 = TRUE;
			end
			else
			begin
				Out1 = FALSE;
				Out2 = FALSE;
			end
		end 
		LORE_COMP:
		begin
			if(A1<=B1)
			begin
				Out1 = TRUE;
				Out2 = TRUE;
			end
			else
			begin
				Out1 = FALSE;
				Out2 = FALSE;
			end
		end 
		GREAT_COMP:
		begin
			if(A1>B1)
			begin
				Out1 = TRUE;
				Out2 = TRUE;
			end
			else
			begin
				Out1 = FALSE;
				Out2 = FALSE;
			end
		end 
		NEQUAL_COMP:
		begin
			if((A1!=B1)||(A2!=B2))
			begin
				Out1 = TRUE;
				Out2 = TRUE;
			end
			else
			begin
				Out1 = FALSE;
				Out2 = FALSE;
			end
		end 
		GORE_COMP:
		begin
			if(A1>=B1)
			begin
				Out1 = TRUE;
				Out2 = TRUE;
			end
			else
			begin
				Out1 = FALSE;
				Out2 = FALSE;
			end
		end
		MEM_ACCESS:
		begin
			Out1 = MemSum[NUMBER_SIZE*2-1:NUMBER_SIZE];
			Out2 = MemSum[NUMBER_SIZE-1:0];
		end
		MOVE:
		begin
			Out1 = A1;
			Out2 = A2;
		end
		default: 
		begin
			Out1 = FALSE;
			Out2 = FALSE;
		end
	endcase
end
always @ (posedge clk)
begin
	case(Op)
		LESS_COMP : CompReg = A1<B1;
		EQUAL_COMP : CompReg = (A1==B1)&&(A2==B2);
		LORE_COMP : CompReg = A1<=B1;
		GREAT_COMP : CompReg = A1>B1;
		NEQUAL_COMP : CompReg = (A1!=B1)||(A2!=B2);
		GORE_COMP : CompReg = A1>=B1;
		default : CompReg = CompReg;
	endcase
end
endmodule
`timescale 1ns / 1ps
module Data_MUX(S_1,S_0,sel,Out);
    input [15:0] S_0;
    input [15:0] S_1;
    input sel;
    output [15:0] Out;
	 reg [15:0] Out;
	 always @ (S_0,S_1,sel)
	 begin
		case(sel)
			0: Out = S_0;
			1: Out = S_1;
		endcase
	 end
endmodule
`timescale 1ns / 1ps
module Division_Mod(A1,A2,B1,B2,Out1,Out2,Stall,Op,clk);
	 parameter DATA_SIZE  = 8;
	 parameter OP_SIZE = 4;
	 parameter [OP_SIZE-1:0] DIV_OP = 4'b0011;
    input clk;
	 input [DATA_SIZE-1:0] A1;
	 input [DATA_SIZE-1:0] A2;
    input [DATA_SIZE-1:0] B1;
    input [DATA_SIZE-1:0] B2;
	 wire [DATA_SIZE*2:0] C1;
	 assign C1 = $signed(A1)*$signed(B1)+$signed(A2)*$signed(B2);
	 wire [DATA_SIZE*2:0] C2;
	 assign C2 = $signed(A2)*$signed(B1)-$signed(A1)*$signed(B2);
	 wire [DATA_SIZE*2:0] div;
	 assign div = $signed(B1)*$signed(B1)+$signed(B2)*$signed(B2);
	 wire neg1;
	 assign neg1 = C1[DATA_SIZE*2];
	 wire neg2;
	 assign neg2 = C2[DATA_SIZE*2];
	 wire negDiv;
	 assign negDiv = div[DATA_SIZE*2];
	 reg [DATA_SIZE*2:0] D1;
	 always @(C1,neg1)
	 begin
		if(neg1)
			D1 = -C1;
		else
			D1 = C1;
	 end
	 reg [DATA_SIZE*2:0] D2;
	 always @(C2,neg2)
	 begin
		if(neg2)
			D2 = -C2;
		else
			D2 = C2;
	 end
	 reg [DATA_SIZE*2:0] divAbs;
	 always @ (div,negDiv)
	 begin
		if(negDiv)
			divAbs = -div;
		else
			divAbs = div;
	 end
	 wire negOut1;
	 assign negOut1 = neg1 ^ negDiv;
	 wire negOut2;
	 assign negOut2 = neg2 ^ negDiv;
    output [DATA_SIZE-1:0] Out1;
    output [DATA_SIZE-1:0] Out2;	 
    output Stall;
    input [3:0] Op;
	 reg [3:0] State;
	 wire Stall;
	 assign Stall = (State>0)&&(Op==DIV_OP);
	 parameter NUMBER_OF_ZEROS = DATA_SIZE-2;
	 parameter NUMBER_OF_COMPARISIONS = NUMBER_OF_ZEROS + 1;
	 parameter HIGHEST_STATE = NUMBER_OF_ZEROS + 2;
	 parameter SIZE_OF_D1 = DATA_SIZE*2+1;
	 always @ (posedge clk)
	 begin
	 if(Op==DIV_OP)
		begin	
			if(State>0)
				State = State-1;
			else
				State = HIGHEST_STATE;
		end
	 end
	 reg [DATA_SIZE-1:0] OutAbs1;
	 reg [DATA_SIZE-1:0] OutAbs2;
	 reg [SIZE_OF_D1+NUMBER_OF_ZEROS:0] SubReg1;
	 reg [SIZE_OF_D1+NUMBER_OF_ZEROS:0] SubReg2;
	 reg [SIZE_OF_D1+NUMBER_OF_ZEROS:0] ShiftReg; 
	 reg [DATA_SIZE-1:0] IncReg;
	 always @ (posedge clk)
	 begin
		if(State>=HIGHEST_STATE)
		begin
			OutAbs1 = 17'd0;
			OutAbs2 = 17'd0;
			SubReg1 = {16'd0,D1};
			SubReg2 = {16'd0,D2};
			ShiftReg = {divAbs,6'd0};
			IncReg = 8'b01000000;
		end
		else if(State>0)
		begin
			if(ShiftReg<=SubReg1)
			begin
				SubReg1 = SubReg1-ShiftReg;
				OutAbs1 = OutAbs1+IncReg;
			end
			if(ShiftReg<=SubReg2)
			begin
				SubReg2 = SubReg2-ShiftReg;
				OutAbs2 = OutAbs2+IncReg;
			end
			IncReg = IncReg>>1;
			ShiftReg = ShiftReg>>1;
		end
	 end
	 reg [DATA_SIZE-1:0] Out1;
	 always @ (negOut1,OutAbs1)
	 begin
			if(negOut1)
				Out1 = -OutAbs1;
			else
				Out1 = OutAbs1;
	 end
	 reg [DATA_SIZE-1:0] Out2;
	 always @ (negOut2,OutAbs2)
	 begin
			if(negOut2)
				Out2 = -OutAbs2;
			else
				Out2 = OutAbs2;
	 end
endmodule
`timescale 1ns / 1ps
module EX_Stage(J,B,Mem,Store,Div,Im,OpCode,MWE,Mux,RWE,Data_A,Data_B,A_Reg,B_Reg,C_Reg,clk,
						shouldJump,stall,MWE_Out,Mux_Out,RWE_Out,ALU_Result,Data_B_Out,C_Reg_Out,BranchAmmount);
	 output [15:0] BranchAmmount;
	 wire [15:0] BranchAmmount;
    input J;
    input B;
    input Mem;
    input Store;
    input Div;
    input Im;
    input [3:0] OpCode;
    input MWE;
    input Mux;
    input RWE;
    input [15:0] Data_A;
    input [15:0] Data_B;
    input [7:0] A_Reg;
    input [7:0] B_Reg;
    input [7:0] C_Reg;
	 input clk;
    output shouldJump;
    output stall;
    output MWE_Out;
    output Mux_Out;
    output RWE_Out;
	 output [15:0] ALU_Result;
	 output [15:0] Data_B_Out;
    output [7:0] C_Reg_Out;
	 wire shouldJump;
    wire stall;
    wire MWE_Out;
    wire Mux_Out;
    wire RWE_Out;
	 wire [15:0] ALU_Result;
	 wire [15:0] Data_B_Out;
    wire [7:0] C_Reg_Out;
	 assign BranchAmmount = {A_Reg,B_Reg};
	 wire [15:0] B_or_C;
	 Data_MUX B_or_C_MUX({8'b00000000,C_Reg},{8'b00000000,B_Reg},Store,B_or_C);
	 wire [15:0] data_or_mem;
	 Data_MUX data_or_mem_MUX(B_or_C,Data_B,Mem,data_or_mem);
	 wire [15:0] div_res;
	 Division_Mod d_mod(Data_A[15:8],Data_A[7:0],data_or_mem[15:8],data_or_mem[7:0],div_res[15:8],div_res[7:0],stall,OpCode,clk);
	 wire [15:0] alu_out;
	 wire compRes;
	 ALU alu(Data_A[15:8],Data_A[7:0],data_or_mem[15:8],data_or_mem[7:0],OpCode,alu_out[15:8],alu_out[7:0],compRes,clk);
	 assign shouldJump = J | (B & compRes);
	 wire [15:0] div_or_not;
	 Data_MUX div_or_not_MUX(div_res,alu_out,Div,div_or_not);
	 Data_MUX alu_out_MUX({A_Reg,B_Reg},div_or_not,Im,ALU_Result);
	 assign Data_B_Out = Data_B;
	 assign C_Reg_Out = C_Reg;
	 assign MWE_Out = MWE;
	 assign Mux_Out = Mux;
	 assign RWE_Out = RWE;
endmodule
```
==> GITHUB_STEP_SUMMARY <==
### Metrics collected by this job

| Metric | Value |
|---|---|
| Gr ovfl total | 0 |
| Clk sinks | 99 |
| DRT iter0 DRCs | 1300 |
| Crit path max fanout | 19 |
| Met3 WL | 8651 um |
| Synth warnings | 3 |
| Placed Area | 32070 sq um |
| YS chip area | 29630 sq um |
| Synth top area share | 0.2520 |
| Antenna violation net count after detailed routing | 0 |
| Drt drc | 0 |
| Netlist cell types | 98 |
| Sum of negative setup slack | 0 ns |
| First-pass GRT wire length | 135000 um |
| RSZ-0062 raised after global routing | no |
| EDFF count, synth | 56 |
| Via/cell ratio | 4.861 |
| Status | completed |
| Xor/xnor share | 0.09486 |
| IO Port Bufs | 124 |
| Core area | 97280 sq um |
| Post-synthesis compound-gate area fraction | 0.1504 |
| Top sig layer | met4 |
| Number of synthesized register bits | 99 |
| Die area | 100000 sq um |
| Mapped Avg Cell Area | 8.331 sq um |
| Cell type with the largest total area | fa_1 |
| Yosys cell count | 3556 |
| Max-cap violations | 0 |
| Layout cells sized above 1 | 0.03364 |
| Worst-skew pair later-pin latency | 0.36 ns |
| Initial DRT Pass Iterations | 6 |
| Mapped Cells | 3556 |
| Tcrit/Tclk final | 0.8952 |
| Fp util | 0.3045 |
| Ys async rst share | 0 |
| CTS buffer count | 9 |
| Max-slew violation count | 0 |
| Row Count | 114 |
| Die X | 316.3 um |
| Ports | 131 |
| Die y size | 316.3 um |
| Vias in the first global route | 23322 |
| CTS tree | yes |
| WL per Instance | 17.76 um |
| Layout area overhead | 9.477% |
| Final setup violation count | 0 |
| RePlAce Congestion | 0.9996 |
| Final hold violation count | 0 |
| Detail Placement HPWL | 71920 um |
| Seq/Total Area, Yosys | 0.08582 |
| Crit Path Class | in -> out |
| Arrival time worst endpoint | 12.44 ns |
| Met1 WL | 37710 um |
| Top FF cell, synth | edfxtp_1 |
| Netlist Area Pre-Place | 29630 sq um |
| Minimum clock period | 16.02 ns |
| Hold-fix buffers, CTS | 0 |
| Clk buf depth | 2 |
| Antenna violations before repair | 1 |
| CP endpoint kind | output port |
| Fmax | 62.40 MHz |
| Clk slew on worst S/H paths | 0.07 ns |
| CP max stage cell | clkdlybuf4s50_1 |
| Largest net degree at the start of global routing | 59 |
| CTS H-tree lvls | 3 |
| Slew HR | 0.3582 |
| Simple Share, Synth | 0.1328 |
| Req. time, crit path | 14.32 ns |
| Clk root buf | clkbuf_16 |
| Final instance area | 32430 sq um |
| Largest stage delay on the critical path | 0.79 ns |
| Hold Crit Class | reg -> reg |
| Vias | 23694 |
| Setup Skew | 0.01008 ns |
| Top cells by area | fa_1 (25%), ha_1 (16%), inv_1 (8.8%), xnor2_1 (6.8%), edfxtp_1 (5.7%) |
| Met2 wire length | 38260 um |
| Adders+Majority by Area | 0.4087 |
| Setup Fix Bufs, Post-CTS | 0 |
| Worst Max-Slew Pin Slew | 0.9569 ns |
| Type of origin of the critical path | primary input |
| Routed wire length | 86580 um |
| Mux cell area share | 0.01178 |
| Cts repair resizes | 0 |
| Total GRT Usage | 0.1822 |
| Tool warnings | 56 |
| Tally of filler cells in the layout | 10067 |
| Main logic family | adder cells |
-- final cells by class --
| type | count | area, sq um | area share |
|---|---|---|---|
| timing repair buffer | 176 | 1632 | 0.05030 |
| clock buffer | 12 | 289.0 | 0.008911 |
| antenna | 1 | 2.502 | 0.00007715 |
| multi-input combinational | 2604 | 23660 | 0.7296 |
| clock inverter | 4 | 73.82 | 0.002276 |
| sequential | 99 | 2542 | 0.07839 |
| tap | 1276 | 1597 | 0.04922 |
| inverter | 702 | 2635 | 0.08124 |
-- critical path, delay by kind of cell --
| kind | cells | cell delay, ns |
|---|---|---|
| AOI/OAI and AO/OA | 10 | 2.62 |
| adders and majority gates | 6 | 2.52 |
| buffers and inverters | 5 | 1.69 |
| and+or+nand+nor | 5 | 0.81 |
| muxes | 2 | 0.59 |
| xor gates and xnor gates | 2 | 0.59 |
-- layout by cell type (no fill, tap or decap), drive strengths merged, types with 12 or more instances in the layout --
cell and n:
a211oi 22, a21o 70, a21oi 197, a31oi 33, and2 100, buf 52, clkbuf 12, clkdlybuf4s50 124
dfxtp 43, edfxtp 56, fa 373, ha 371, inv 700, mux2i 27, nand2 252, nand2b 27
nand3 36, nor2 271, nor2b 34, nor3 49, o211ai 15, o21a 26, o21ai 121, o21bai 48
o22ai 17, o31ai 18, or3 13, xnor2 232, xor2 73
-- synthesized netlist by cell type (7+ instances only) --
library cell and number:
inv_2 7, o22ai_1 17, xnor2_1 229, o21a_1 26, or3_1 13, a22o_1 9
fa_1 373, buf_1 9, nor3_1 49, dfxtp_1 43, o211ai_1 15, o21ai_0 109
o31ai_1 16, buf_2 11, xor2_1 73, ha_1 371, mux2i_1 27, inv_1 692
buf_4 44, nand2b_1 27, o41ai_1 10, o21bai_1 48, a31oi_1 31, o31a_1 10
o21ai_1 11, nand2_1 252, a211oi_1 20, nand4_1 11, a21o_1 70, nand3b_1 9
nor2_1 271, nor2b_1 32, edfxtp_1 56, clkbuf_1 81, or2_2 7, and3_1 9
a221oi_1 8, a21oi_1 197, o221ai_1 9, nand3_1 36, and2_1 98
-- metal layers --
metal  global-route usage  vias up
li1                     -    11564
met3              0.06940       84
met2               0.2764      711
met1               0.2555    11335
met4              0.03092        0
met5                    0        -
-- state kept, by name, indices dropped and copies added (netlist names) --
register / cells
d_mod.SubReg1: 24
d_mod.OutAbs1: 8
d_mod.State: 4
alu.CompReg: 1
d_mod.ShiftReg: 23
d_mod.OutAbs2: 8
d_mod.SubReg2: 24
d_mod.IncReg: 7
-- kinds of logic (layout without fill, tap and decap cells) --
group / count (synthesis) / after routing
compound gates: 676 / 676
xor+xnor: 310 / 310
simple gates: 840 / 840
mux: 34 / 34
buf+inv: 853 / 894
flops: 99 / 99
fa+ha+maj: 744 / 744
other cells: 0 / 1
-- worst paths after layout --
check | endpoint | depth (start not counted) | from | slack (ns)
max | ALU_Result[1] | 30 | Store | 1.88
min | d_mod.ShiftReg[1] | 2 | d_mod.ShiftReg[2] | 0.46
max reg2reg | d_mod.SubReg1[10] | 10 | d_mod.ShiftReg[9] | 13.92
min reg2reg | d_mod.ShiftReg[1] | 2 | d_mod.ShiftReg[2] | 0.46
-- through the flow --
| step | setup slack [ns] | std cells | hold WS [ns] | util |
|---|---|---|---|---|
| 3_5_place_dp | 1.962 | 4857 | 0.4408 | 0.3297 |
| 6_report | 1.875 | 4874 | 0.4553 | 0.3334 |
| 2_1_floorplan | 4.213 | 3556 | 0.4250 | - |
| 3_3_place_gp | 1.975 | 4857 | 0.4398 | 0.3297 |
| 5_1_grt | 1.351 | 4874 | 0.4871 | 0.3334 |
| 4_1_cts | 1.922 | 4873 | 0.4595 | 0.3334 |
